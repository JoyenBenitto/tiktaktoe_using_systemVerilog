### flow/run.sh
#!/bin/bash
# OpenROAD 26Q1-2900-gdf79404cd8, Yosys 0.63+post, stock flow scripts
make -C /OpenROAD-flow-scripts/flow DESIGN_CONFIG=/design/flow/config.mk WORK_HOME=/design/flow/orfs finish
### flow/config.mk
export PLATFORM = sky130hd
export DESIGN_NAME = tiktaktoe
export DESIGN_NICKNAME = tiktaktoe
export VERILOG_FILES = /design/flow/design.v
export SDC_FILE = /design/flow/constraint.sdc
export NUM_CORES = 4
export LEC_CHECK = 1
export CORE_AREA = 10 10 70 70
export DIE_AREA = 0 0 80 80
### flow/constraint.sdc
current_design tiktaktoe

set clk_period 1.0
set clk_io_pct 0.2

create_clock -name clk0 -period $clk_period [get_ports {clk}]

set non_clock_inputs [all_inputs -no_clocks]
set_input_delay [expr $clk_period * $clk_io_pct] -clock clk0 $non_clock_inputs
set_output_delay [expr $clk_period * $clk_io_pct] -clock clk0 [all_outputs]
### flow/design.v
module tiktaktoe(player,position,reset,out,clk,winner,hex);
input logic player;     
input logic reset,clk;
input logic [3:0]position;    
output logic winner;
output logic [8:0]out;
output logic [7:0][11:0]hex;
always_latch
begin
	begin
	if(player == 1'b0 && reset == 1'b0)          
		begin
			if(position == 4'b0000) 
				out[0]<=1;
			if(position == 4'b0001) 
				out[1]<=1;
			if(position == 4'b0010) 
				out[2]<=1;
			if(position == 4'b0011) 
				out[3]<=1;
			if(position == 4'b0100) 
				out[4]<=1;
			if(position == 4'b0101) 
				out[5]<=1;
			if(position == 4'b0110) 
				out[6]<=1;
			if(position == 4'b0111) 
				out[7]<=1;
			if(position == 4'b1000) 
				out[8]<=1;
		end
	if(player == 1'b1 && reset == 1'b0)
		begin
		if(position == 4'b0000) 
			out[0]<=0;
		if(position == 4'b0001) 
			out[1]<=0;
		if(position == 4'b0010) 
			out[2]<=0;
		if(position == 4'b0011) 
			out[3]<=0;
		if(position == 4'b0100) 
			out[4]<=0;
		if(position == 4'b0101) 
			out[5]<=0;
		if(position == 4'b0110) 
			out[6]<=0;
		if(position == 4'b0111) 
			out[7]<=0;
		if(position == 4'b1000) 
			out[8]<=0;
		end
	else
	begin
		out<=1'bx;
	end
end
end
always_ff@(posedge clk,posedge reset) 
begin
	if(reset)
	begin
		winner<= 1'bx;
	end
	else
	begin
		if(out[0]==out[4]==out[8]== 1'b0||
		out[2]==out[4]==out[6]==1'b0||
		out[2]==out[5]==out[8]==1'b0||
		out[6]==out[3]==out[0]==1'b0||
		out[7]==out[4]==out[1]==1'b0||
		out[6]==out[7]==out[8]==1'b0||
		out[3]==out[4]==out[5]==1'b0||
		out[0]==out[1]==out[2]==1'b0)
		winner<=1'b0;
		if(out[0]==out[4]==out[8]==1'b1||
		out[2]==out[4]==out[6]==1'b1||
		out[2]==out[5]==out[8]==1'b1||
		out[6]==out[3]==out[0]==1'b1||
		out[7]==out[4]==out[1]==1'b1||
		out[6]==out[7]==out[8]==1'b1||
		out[3]==out[4]==out[5]==1'b1||
		out[0]==out[1]==out[2]==1'b1)
		winner<=1'b1;
	end
end
always_comb
begin
	if(reset == 1'b0)
	begin
		hex[7][11:0]=12'bxxxxxxxxxxxx;
		hex[6][11:0]=12'bxxxxxxxxxxxx;
		hex[5][11:0]=12'bxxxxxxxxxxxx;
		hex[4][11:0]=12'bxxxxxxxxxxxx;
		hex[3][11:0]=12'bxxxxxxxxxxxx;
		hex[2][11:0]=12'bxxxxxxxxxxxx;
		hex[1][11:0]=12'bxxxxxxxxxxxx;
		hex[0][11:0]=12'bxxxxxxxxxxxx;
	end
	else
	begin
		hex[0][11:0] = 12'b10010011100;    
		hex[1][11:0] = 12'b11100111111;	  
		hex[2][11:0] = 12'b10010010110;	  
		hex[3][11:0] = 12'b10010010110;    
		hex[4][11:0] = 12'b00100001111;    
		hex[5][11:0] = 12'b00110011111;    
		hex[6][11:0] = 12'b11111101111;    
		if(winner == 1'b0)					  
		begin
			hex[7][11:0] = 12'b11110011111;
		end
		else
		begin
			hex[7][11:0] = 12'b00100101111;
		end
	end
end
endmodule
==> metrics.yaml <==
final_timing:
  unclocked_pins: 9
  fin_crit_sh_pct: 92.23
  fin_tns_setup_ns: 0
  tightest_slew_ns: 0.5064
  relSlewSlack_pct: 66.16
  fmax_ghz: 1.084
  final_max_slew_viol_count: 0
  hold_viol: 0
  unconstrained_endpoints: 19
  rsz0062_at_grt: "false"
  fin_crit_ns: 0.9223
  worst_hold_slack_ns: 0.3556
  setup_viol: 0
yosys:
  top_area_share_pct: 66.05
  ys_cells: 143
  yosysChipArea_um2: 1080
  synth_area_leader_cell: "buf_4"
  syn_inst: 143
  synthMostInstantiatedCell: "buf_4"
  syn_area_um2: 1080
  synth.avg_cell_area_um2: 7.551
  synth.distinct_cells: 17
  async_flop_share_pct: 10.00
  synth_flops: 10
  common_cells: "buf_4, a21oi_1, dlxtn_1, a31oi_1"
  top_cells_by_area: "buf_4, dlxtn_1, a21oi_1, a31oi_1, dfrtp_1"
  flop_cell: "dlxtn_1"
  edf_count: 0
  yosys_warnings: 1
power_and_ir_drop:
  ir_drop_mv: 0.06065
  pwr-share-comb_pct: 63.8
  p_switching_uw: 75.67
  seqPwrFrac_pct: 36.2
  power_leakage_nw: 0.5623
  total_power_uw: 188.9
  pwr-share-clk_pct: 0
  p_int_uw: 113.3
  powerDensity_nw_per_um2: 195.4
  p_sw_share_pct: 40.05
global_routing:
  grt_use_total_pct: 5.034
  antenna_found_initial: 0
  first_global_vias: 636
  grt_pass1_wl_mm: 2.794
  overflow: 0
  grt_max_degree: 18
die:
  die_h_um: 80
  fp_util_pct: 31.61
  top_level_ports: 113
  chipArea_um2: 6400
  rows: 21
  coreArea_um2: 3416
  die_w_um: 80
drt:
  drt-total-wl_mm: 2.136
  ant_nets: 0
  antenna_cells: 0
  drt_iter0_drc: 49
  num_vias: 632
  dr.pass1.iters: 4
  wl_per_cell_um: 10.47
  drc: 0
  viasPerCell: 3.098
placed_design:
  gp_congestion: 0.6997
  port_buffers: 21
  place.detailed.hpwl_mm: 1.997
  dp.cells: 204
layout:
  layout-drive-gt1-share_pct: 1.266
  finalCoreUtilization_pct: 28.32
  area_delta_synth_final_pct: -10.43
  fill_cells: 391
  instances_no_fill: 204
min_path:
  hold_class: "primary input to async pin"
flow_run:
  warnings: 28
  cap_violations: 0
setup_path:
  cp.arrival_ns: 0.72
  required_ns: 0.80
  cp_max_fo: 2
  crit_path_start_kind: "flip-flop"
  crit_type: "flip-flop to primary output"
  cp-end-kind: "primary output"
clock_tree:
  cts_hold_buf: 0
  clk_pin_slew_ns: 0
run_status:
  outcome: "complete, no violations"
critical path: stages, from the launching register on:
cell           delay (ns)
dfrtp_1              0.37
buf_6                0.12
dlygate4sd2_1        0.23
worst paths after layout:
path / startpoint / endpoint / slack [ns] / cells after the start
setup / recovery: winner / hex[89] / 0.08 / 2
hold / removal: reset / winner / 0.36 / 2
max in group asynchronous: reset / winner / 0.54 / 2
min in group clk0: winner / hex[93] / 0.83 / 2
registers in the layout, summed over array words and instances, names as in the netlist:
signal  cells
out         9
winner      1
area by class of cell:
type	instances	area, µm²	area share, %
repair buffers	22	214.0	22.12
inverters	3	11.26	1.164
well taps	46	57.56	5.951
multi-input cells	123	524.3	54.20
flip-flops and latches	10	160.2	16.56
logic make-up after synthesis:
kind of cell / count (synthesis) / synth area share (%)
compound gates: 17 / 8.575
flops: 1 / 2.317
other cells: 2 / 0.6955
mux: 1 / 0.9270
buf+inv: 99 / 67.55
latches: 9 / 12.51
xor+xnor: 3 / 2.434
simple gates: 11 / 4.982
layout by cell type (no fill, tap or decap):
master           count
a21oi_1             11
a31oi_1              6
buf_6                1
clkdlybuf4s50_1     15
conb_1              91
dfrtp_1              1
dlxtn_1              9
dlygate4sd2_1        6
inv_1                2
inv_2                1
mux2i_1              1
nand2_1              3
nand4_1              1
nor2_1               3
nor2b_1              2
nor3_1               1
or4_1                1
xnor2_1              1
xor2_1               2
metal layers:
| layer | vias to the layer above | GRT usage (%) | part of all wire, % |
|---|---|---|---|
| met3 | 0 | 1.477 | 14 |
| met2 | 62 | 9.069 | 47 |
| li1 | 296 | - | - |
| met4 | 0 | 0 | 0 |
| met5 | - | 0 | 0 |
| met1 | 274 | 6.079 | 39 |
what timing repair did:
item / CTS / global route
setup endpoints to repair: 6 / 0
setup buffers: 0 / 0
resized: 8 / 0
per-stage QoR:
step,setup WS (ns),instance area [µm²]
after detailed placement,-0.1304,970.9
after floorplan,0.2830,1414
after global placement,-0.1166,970.9
final,0.07773,967.2
after global routing,0.04786,967.2
after CTS,0.07033,967.2
power by group through the flow:
| stage | combinational (mW) | clock [mW] | sequential (mW) |
|---|---|---|---|
| after CTS | 0.131 | 0 | 0.0684 |
| after global routing | 0.151 | 0 | 0.0691 |
| final | 0.121 | 0 | 0.0683 |
Power is estimated from default activity; no workload was simulated.
